### ./design.v
module blinky (
  input wire clk,  
  output wire led0,
  output wire led1,
  output wire led2
);
  localparam COUNTER_SIZE = 32;
  reg [COUNTER_SIZE-1:0] ctr = {COUNTER_SIZE{1'b0}};
  assign led0 = ctr[21];  
  assign led1 = ctr[22];  
  assign led2 = ctr[23];  
  always @(posedge clk) begin
    ctr <= ctr + 1'b1;
  end
endmodule
### ./run.sh
#!/bin/bash
# OpenROAD 26Q1-2900-gdf79404cd8, Yosys 0.63+post, stock flow scripts
make -C /OpenROAD-flow-scripts/flow DESIGN_CONFIG=/design/flow/config.mk WORK_HOME=/design/flow/orfs finish
### ./config.mk
export PLATFORM = sky130hd
export DESIGN_NAME = blinky
export DESIGN_NICKNAME = blinky
export VERILOG_FILES = /design/flow/design.v
export SDC_FILE = /design/flow/constraint.sdc
export NUM_CORES = 4
export LEC_CHECK = 1
export CORE_AREA = 10 10 88 88
export DIE_AREA = 0 0 98 98
### ./constraint.sdc
current_design blinky

set clk_period 5.4
set clk_io_pct 0.2

create_clock -name clk0 -period $clk_period [get_ports {clk}]

set non_clock_inputs [all_inputs -no_clocks]
set_input_delay [expr $clk_period * $clk_io_pct] -clock clk0 $non_clock_inputs
set_output_delay [expr $clk_period * $clk_io_pct] -clock clk0 [all_outputs]
==> impl_metrics.env <==
# physical design summary
export IMPL_leakagePower_nw=0.357
export IMPL_drc=0
export IMPL_hold_ws_ps=419
export IMPL_synthAoiAreaFrac=0
export IMPL_setup_viol=0
export IMPL_wl_per_cell_um=7.98
export IMPL_coreArea_mm2=0.00592
export IMPL_worst_path_max_delay_cell="clkdlybuf4s50_1"
export IMPL_hold_viol_final=0
export IMPL_ant_nets=0
export IMPL_io_buffers=3
export IMPL_ys_cells=86
export IMPL_antenna_found_initial=0
export IMPL_min_period_ps=2200
export IMPL_cts_tree="built"
export IMPL_syn_area_per_cell_um2=10.8
export IMPL_dieArea_mm2=0.00960
export IMPL_num_rows=28
export IMPL_power_density_mw_per_mm2=267
export IMPL_syn_inst=86
export IMPL_io_pins=4
export IMPL_mux_share=0
export IMPL_status="completed"
export IMPL_stdcell_count=167
export IMPL_fin_tns_setup_ps=0
export IMPL_fin_crit_sh=0.407
export IMPL_syn_area_um2=930
export IMPL_clk_pin_slew_ps=80
export IMPL_grt_use_met3=0.0178
export IMPL_yosys_area_um2=930
export IMPL_clkSinkCount=24
export IMPL_mi_logic_area_um2=437
export IMPL_placedCellCount=163
export IMPL_hold_buffers=0
export IMPL_placedInstanceArea_mm2=0.00105
export IMPL_yosysWarnings=1
export IMPL_largest_reg_flops=24
export IMPL_top_regs="ctr (24)"
export IMPL_vias=582
export IMPL_register_area_um2=480
export IMPL_grt_pass1_vias=543
export IMPL_drive_gt1_frac=0.0761
export IMPL_gr_usage_all_layers=0.0281
export IMPL_postCtsSetupRepairBufs=0
export IMPL_largest_register="ctr"
export IMPL_ctsLongestPathBuffers=2
export IMPL_first_pass_iters=4
export IMPL_ys_top_logic_family="simple AND/OR/NAND/NOR gates"
export IMPL_power_total_w=0.000294
export IMPL_yosysSeqAreaShare=0.517
export IMPL_stdcell_area_mm2=0.00110
export IMPL_totalWireLength_um=1330
export IMPL_fillers=642
export IMPL_clk_latency_ps=260
export IMPL_cts_resized_gates=0
export IMPL_slew_viol_final=0
export IMPL_floorplan_core_util=0.157
export IMPL_max_cap_violations=0
export IMPL_die_h_um=98
export IMPL_numSynthFlops=24
export IMPL_end_kind="primary output"
export IMPL_die_w_um=98
export IMPL_cpLargestDelayFamily="buffers and inverters"
export IMPL_start_kind="flip-flop"
export IMPL_maxSlewHeadroom=0.730
export IMPL_critical_path_arrival_ps=1120
export IMPL_rsz0062_at_grt="no"
export IMPL_htree_levels=1
export IMPL_path_cells="clkdlybuf4s50_1"
export IMPL_grt_busiest_layer="met2"
export IMPL_crit_fanout=3
export IMPL_synth_xor_area_share=0.207
export IMPL_gp_congestion=0.731
export IMPL_synthTopCellsByArea="dfxtp_1, xnor2_1, nand4_1"
export IMPL_top_cell_area_share=0.517
export IMPL_ys_sh_adder=0.0135
export IMPL_warnings=25
export IMPL_grt_overflow=0
export IMPL_synth_distinct_cells=17
export IMPL_syn_to_final_growth_pct=18.7
export IMPL_fin_skew_ps=2.53
export IMPL_synth_area_leader_cell="dfxtp_1"
export IMPL_required_ps=4320
export IMPL_crit_type="reg -> out"
export IMPL_cts_buffers=3
export IMPL_grtUsageMet1=0.0377
export IMPL_max_freq_mhz=455
export IMPL_grt_max_degree=14
export IMPL_worst_pin_slew_ps=402
export IMPL_hpwlAfterDp_um=968
export IMPL_n_antenna_cell=0
export IMPL_grt_first_pass_wirelength_um=2390
export IMPL_yosys_area_share_simple=0.249
export IMPL_max_vdd_ir_drop_mv=0.136
export IMPL_hold_class="reg -> reg"
export IMPL_crit_buf_inv=1
export IMPL_cpPeakStageDelay_ps=480
export IMPL_clockRootBuffer="clkbuf_8"
export IMPL_vias_per_cell=3.49
export IMPL_grtUsageMet2=0.0386
export IMPL_drt_iter0_drc=15
==> per-layer routing <==
metal | part of all wire | wire length [um]
met1 | 0.53 | 704
met2 | 0.38 | 506
met3 | 0.083 | 111
met4 | 0.0075 | 10
met5 | 0 | 0
==> cells in the mapped netlist <==
master / number
dfxtp_1: 24
xnor2_1: 18
nand2_1: 7
nand3_1: 7
nand4_1: 7
nor2_1: 4
xor2_1: 4
and3_1: 3
and4_1: 3
inv_1: 2
and2_1: 1
and4b_2: 1
buf_2: 1
ha_1: 1
nand4_4: 1
nor4_1: 1
nor4_4: 1
==> final timing paths <==
| path | start | end | slack [ps] | cells after the start |
|---|---|---|---|---|
| max | ctr[22] | led1 | 3200 | 1 |
| min | ctr[0] | ctr[0] | 420 | 1 |
| max reg2reg | ctr[6] | ctr[21] | 3890 | 4 |
| min reg2reg | ctr[0] | ctr[0] | 420 | 1 |
==> power by group <==
group / total [W] / internal [W] / switching [W]
combinational: 0.000000000135 / 0 / 0
sequential: 0.000177 / 0.000177 / 0
clock: 0.000118 / 0.0000649 / 0.0000528
==> per-stage QoR <==
step                 util  setup slack [ps]
global route        0.186              3130
detailed placement  0.177              3480
CTS                 0.186              3190
floorplan               -              4010
global placement    0.177              3510
finish              0.186              3200
==> cell usage in the layout (no fill, tap or decap) <==
cell	instances
and2_1	1
and3_1	3
and4_1	3
and4b_2	1
clkbuf_8	4
clkdlybuf4s50_1	3
dfxtp_1	24
ha_1	1
inv_1	2
nand2_1	7
nand3_1	7
nand4_1	7
nand4_4	1
nor2_1	4
nor4_1	1
nor4_4	1
xnor2_1	18
xor2_1	4
==> final cells by class <==
cell class | instances | area share
inverters | 2 | 0.00680
well taps | 75 | 0.0850
clock buffers | 4 | 0.0499
multi-input cells | 59 | 0.396
flip-flops and latches | 24 | 0.435
repair buffers | 3 | 0.0272
==> kinds of logic after synthesis <==
kind of cell,Yosys count
simple gates,36
fa+ha+maj,1
buf+inv,3
flops,24
xor+xnor,22
Power is estimated from default activity; no workload was simulated.
