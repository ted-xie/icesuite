**./config.mk**
```make
export PLATFORM = sky130hd
export DESIGN_NAME = uart
export DESIGN_NICKNAME = uart
export VERILOG_FILES = /design/flow/design.v
export SDC_FILE = /design/flow/constraint.sdc
export NUM_CORES = 4
export LEC_CHECK = 1
export CORE_UTILIZATION = 50
```
**./constraint.sdc**
```tcl
current_design uart

set clk_period 6.3
set clk_io_pct 0.2

create_clock -name clk0 -period $clk_period [get_ports {clk}]

set non_clock_inputs [all_inputs -no_clocks]
set_input_delay [expr $clk_period * $clk_io_pct] -clock clk0 $non_clock_inputs
set_output_delay [expr $clk_period * $clk_io_pct] -clock clk0 [all_outputs]
```
**./design.v**
```verilog
`default_nettype none
module uart #(
  parameter UART_DATA_BITS=8,
  parameter PARITY_BITS=0,
  parameter STOP_BITS=1,
  parameter BAUD_RATE_BPS = 9600,  
  parameter BAUD_RATE_COUNT = 12_000_000 / BAUD_RATE_BPS,
  parameter FRAME_SIZE = 1   + UART_DATA_BITS   +
                          PARITY_BITS   + STOP_BITS  
) (
  input wire clk,
  output wire led0,
  output wire led1,
  output wire led2,
  output wire led3,
  output wire led4,
  output wire led5,
  output wire led6,
  output wire led7,
  input wire uart0_cts,
  output wire uart0_txd,
  input wire uart0_rxd,
  output wire uart0_rts
);
  localparam FRAME_IDX_BITS = $clog2(FRAME_SIZE);
  localparam RESET_CYCLES = 100;
  localparam SYNC_STAGES = 3;
  reg [31:0] counter_baud = 'h0;
  reg [15:0] counter_freerunning = 'h0;
  reg err_sof;  
  reg err_eof;  
  reg uart0_txd_r;
  reg uart0_rts_r;
  reg [FRAME_SIZE-1:0] uart0_rx_frame;
  reg [FRAME_IDX_BITS-1:0] uart0_rx_idx;
  reg [SYNC_STAGES-1:0] uart0_cts_sync_regs;
  reg [SYNC_STAGES-1:0] uart0_rxd_sync_regs;
  wire resetn = (counter_freerunning < RESET_CYCLES) ? 1'b0 : 1'b1;
  wire uart0_cts_sync = uart0_cts_sync_regs[SYNC_STAGES-1];
  wire uart0_rxd_sync = uart0_rxd_sync_regs[SYNC_STAGES-1];
  assign uart0_txd = uart0_txd_r;
  assign uart0_rts = uart0_rts_r;
  assign {led7, led6, led5,led4,led3,led2,led1,led0} = uart0_rx_frame[1 +: UART_DATA_BITS];
  always @(posedge clk) begin
    counter_freerunning <= counter_freerunning + 1'b1;
  end
  genvar sync_i;
  generate
    for (sync_i = 0; sync_i < SYNC_STAGES; sync_i = sync_i + 1) begin
      if (sync_i == 0) begin
        always @(posedge clk) begin
          uart0_cts_sync_regs[sync_i] <= uart0_cts;
          uart0_rxd_sync_regs[sync_i] <= uart0_rxd;
        end
      end else begin
        always @(posedge clk) begin
          uart0_cts_sync_regs[sync_i] <= uart0_cts_sync_regs[sync_i-1];
          uart0_rxd_sync_regs[sync_i] <= uart0_rxd_sync_regs[sync_i-1];
        end
      end
    end
  endgenerate
  wire [31:0] next_counter_baud = ((counter_baud + 1'b1) == BAUD_RATE_COUNT) ? 32'h0 : (counter_baud + 1'b1);
  always @(posedge clk) begin
    if (~resetn) begin
      counter_baud <= 32'h0;
    end else begin
      counter_baud <= next_counter_baud;
    end
  end
  always @(posedge clk) begin
    if (~resetn) begin
      uart0_txd_r <= 1'b0;
      uart0_rts_r <= 1'b1;
    end
  end
  always @(posedge clk) begin
    if (~resetn) begin
      uart0_rx_frame <= 'h0;
      uart0_rx_idx <= 'h0;
      err_sof <= 1'b0;
      err_eof <= 1'b0;
    end else begin
      if (uart0_cts_sync == 1'b0 && counter_baud == 32'h0) begin
        uart0_rx_frame[FRAME_SIZE-1-uart0_rx_idx] <= uart0_rxd_sync;
        if (uart0_rx_idx == 1'b0 && uart0_rxd_sync != 1'b1) begin
          err_sof <= 1'b1;
        end
        if (uart0_rx_idx == FRAME_SIZE-1 && uart0_rxd_sync != 1'b1) begin
          err_eof <= 1'b1;
        end
        if (uart0_rx_idx < FRAME_SIZE-1) begin
          uart0_rx_idx <= uart0_rx_idx + 1'b1;
        end else begin
          uart0_rx_idx <= 'h0;
        end
      end 
    end
  end
endmodule
`resetall
```
**./run.sh**
```bash
#!/bin/bash
# OpenROAD 26Q1-2900-gdf79404cd8, Yosys 0.63+post, stock flow scripts
make -C /OpenROAD-flow-scripts/flow DESIGN_CONFIG=/design/flow/config.mk WORK_HOME=/design/flow/orfs finish
```
==> reports/results.tsv <==
stage	metric	value	unit
logic_synthesis	Post-synth ARST share	0	%
place	placer's final routability congestion estimate	0.883	
grt	GRT Overall Usage	20.7	%
status	status	complete, no violations	
worst_setup_path	Setup crit end kind	flop	
grt	largest net degree at the start of global routing	45	
route	Post-DRT Antenna Nets	0	
worst_setup_path	Max Fanout on Critical Path	8	
clock_network	hold_buf cts	0	
clock_network	clk buf depth	2	
timing	Slew Viols, Final	0	
route	Initial DRC Count	125	
route	WL/cell	13.9	µm
route	detailed-route via count	2989	
die	die width	88.8	µm
layout	Finished Layout Cells	542	
place	Cell Count Post-Placement	526	
clock_network	Post CTS Setup Buffer Count	0	
die	fp util	52.0	%
logic_synthesis	Synth Cell Area	3770	µm²
grt	first-pass GRT wire length	12500	µm
timing	Final min period	3.14	ns
worst_setup_path	Startpoint Class	flop	
clock_network	clk ins delay skew pair	0.34	ns
timing	RSZ-0062 raised after global routing	no	
clock_network	Clock transition at path regs	0.08	ns
die	Die Size	7890	µm²
grt	initial antenna violation count	0	
timing	final worst path period share	49.8	%
layout	layout cell share with drive strength beyond 1	9.26	%
logic_synthesis	Dominant flop cell	dfxtp_1	
route	# diodes	0	
timing	final hold violation count	0	
logic_synthesis	yosys cell count	437	
worst_setup_path	Critical Path RT	6.51	ns
power_and_ir_drop	static leakage	1.51	nW
power_and_ir_drop	PwrDens	183	nW/µm²
die	I/O pins	13	
clock_network	Num CTS Buffers	9	
timing	slew margin rel.	42.1	%
logic_synthesis	EDFF count, synth	0	
timing	Total Negative Setup Slacks	0	ns
die	die span in y	88.8	µm
clock_network	CTS tree	done	
layout	number of fillers in the final layout	648	
timing	Setup Viol. Count Final	0	
worst_setup_path	Critical Path AT	3.35	ns
grt	gr ovfl total	0	
logic_synthesis	syn avg cell area	8.63	µm²
timing	Worst-Margin Slew	0.860	ns
worst_setup_path	crit path kind	reg2reg	
route	routed wire length	7530	µm
logic_synthesis	Seq cells post-synth	66	
route	vias per cell	5.51	
grt	vias in the first global route	2587	
die	Core Footprint	7250	µm²
logic_synthesis	yosys stat chip area	3770	µm²
die	FP Rows	31	
place	DPL Wire Length	5180	µm
hold_path	Hold WC Path Type	reg2reg	
clock_network	Max H-tree Level	3	
logic_synthesis	Warnings, synthesis	1	
place	I/O Buffers	10	
layout	Layout area overhead	6.50	%
logic_synthesis	Synth Instances	437	
clock_network	post_cts resized	0	
logic_synthesis	Synth cell types	64	
route	drt first pass iters	4	
flow_run	Max-Cap Viols	0	
timing	Final Skew	0.00727	ns
clock_network	CTS Sinks	66	
route	DR DRC count	0	
flow_run	tool warnings	31	
timing	highest clock rate	319	MHz
power_and_ir_drop	peak supply drop	0.119	mV
clock_network	root buffer cell	clkbuf_8	
logic_synthesis	Synth Seq Share	35.0	%
==> Yosys cell counts (3+ instances only) <==
master / instances / area, µm²
ha_1: 17 / 213
or3_1: 10 / 62.6
buf_4: 4 / 30.0
inv_1: 16 / 60.1
buf_2: 4 / 20.0
nor3_1: 6 / 30.0
nor4_1: 8 / 50.1
o31ai_1: 4 / 30.0
o211ai_1: 3 / 22.5
clkbuf_1: 4 / 15.0
nand3_1: 30 / 150
o21ai_0: 12 / 60.1
nor2b_1: 3 / 18.8
xor2_1: 21 / 184
nor4b_1: 3 / 26.3
nand2_1: 35 / 131
and3_1: 11 / 68.8
and4_1: 5 / 43.8
nand2b_1: 7 / 43.8
clkbuf_8: 3 / 41.3
xnor2_1: 24 / 210
a41oi_1: 3 / 26.3
buf_6: 5 / 56.3
dfxtp_1: 66 / 1320
a21oi_1: 22 / 110
nand4_1: 12 / 75.1
nor2_1: 48 / 180
==> final cells by class <==
type / instances / area, µm² / area share, %
flip-flops and latches: 66 / 1320 / 32.9
clock inverters: 6 / 42.5 / 1.06
clock buffers: 10 / 128 / 3.18
repair buffers: 12 / 115 / 2.87
well taps: 99 / 124 / 3.08
multi-input cells: 333 / 2230 / 55.4
inverters: 16 / 60.1 / 1.50
==> state kept, by name, indices dropped and copies added (netlist names) <==
signal / flops
uart0_rx_frame: 8
uart0_rx_idx: 4
uart0_rxd_sync_regs: 3
counter_baud: 32
uart0_cts_sync_regs: 3
counter_freerunning: 16
==> per-layer routing <==
layer,vias up,share of wire [%],routed length (µm),track usage [%]
met5,-,0,0,0
met4,0,1.2,91,2.93
met3,10,4.4,330,3.97
met2,56,42,3130,27.8
met1,1388,53,3980,35.7
li1,1535,-,-,-
==> cells by family after synthesis <==
group	Yosys count	synth area share [%]
XOR/XNOR	45	10.5
multiplexers	4	1.13
flip-flops	66	35.0
other	2	0.199
AND-OR/OR-AND	59	10.0
buffers and inverters	38	6.17
adder cells (fa/ha/maj)	17	5.64
AND/OR/NAND/NOR	206	31.4
==> cells in the final DEF, fill, tap and decap left out, types with 4 or more instances in the layout <==
master / Yosys / layout
nor3_1: 6 / 6
and4_1: 5 / 5
xnor2_1: 24 / 24
a21oi_1: 22 / 22
nand4_1: 12 / 12
or3_1: 10 / 10
ha_1: 17 / 17
xor2_1: 21 / 21
nand2b_1: 7 / 7
o21ai_0: 12 / 12
and3_1: 11 / 11
o31ai_1: 4 / 4
clkdlybuf4s50_1: 0 / 10
inv_1: 16 / 16
nor2_1: 48 / 48
clkbuf_8: 3 / 9
nor4_1: 8 / 8
dfxtp_1: 66 / 66
nand2_1: 35 / 35
nand3_1: 30 / 30
==> power breakdown <==
group	internal, mW	switching [mW]	leakage (nW)
Combinational	0.00117	0.000229	0.893
Clock	0.143	0.170	0.0827
Sequential	0.419	0.000811	0.534
==> worst max-delay path, stage by stage (launching register included) <==
cell	delay (ns)
dfxtp_1	0.35
o21ai_0	0.70
inv_1	0.19
or3_1	0.42
inv_1	0.07
ha_1	0.21
nor4b_1	0.29
nand3_1	0.15
or2_2	0.33
o31ai_1	0.21
a21oi_1	0.09
==> metrics by stage <==
step                setup slack, ns  hold WS (ns)  area (µm²)  utilization [%]  power, mW
floorplan                      3.47         0.310        3770                -      0.430
global placement               3.27         0.312        3850             53.0      0.431
detailed placement             3.14         0.314        3850             53.0      0.431
CTS                            3.13         0.333        4020             55.4      0.746
global route                   2.92         0.335        4020             55.4      0.765
finish                         3.16         0.332        4020             55.4      0.735
==> worst paths after layout <==
kind | slack [ns] | cells past startpoint | start | end
max | 3.16 | 10 | uart0_rx_idx[1] | uart0_rx_frame[7]
min reg2reg | 0.33 | 0 | uart0_rxd_sync_regs[1] | uart0_rxd_sync_regs[2]
max reg2reg | 3.16 | 10 | uart0_rx_idx[1] | uart0_rx_frame[7]
min | 0.33 | 0 | uart0_rxd_sync_regs[1] | uart0_rxd_sync_regs[2]
Power and IR drop assume default switching activity.
